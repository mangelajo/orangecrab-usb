<file path="config.mk">
export PLATFORM = sky130hd
export DESIGN_NAME = clkdiv
export DESIGN_NICKNAME = clkdiv
export VERILOG_FILES = /design/flow/design.v
export SDC_FILE = /design/flow/constraint.sdc
export NUM_CORES = 4
export LEC_CHECK = 1
export CORE_AREA = 10 10 70 70
export DIE_AREA = 0 0 80 80
</file>
<file path="constraint.sdc">
current_design clkdiv

set clk_period 1.7
set clk_io_pct 0.2

create_clock -name clk0 -period $clk_period [get_ports {clk_in}]

set non_clock_inputs [all_inputs -no_clocks]
set_input_delay [expr $clk_period * $clk_io_pct] -clock clk0 $non_clock_inputs
set_output_delay [expr $clk_period * $clk_io_pct] -clock clk0 [all_outputs]
</file>
<file path="design.v">
module clkdiv #(
    parameter DIVISOR = 8   
)(
    input      clk_in,     
    output reg clk_out     
);
reg[7:0] counter = 8'd0;
always @(posedge clk_in)
begin
    counter <= counter + 8'd1;
    if(counter>=(DIVISOR-1))
        counter <= 0;
    clk_out <= (counter<DIVISOR/2)?1'b1:1'b0;
end
endmodule
</file>
<file path="run.sh">
#!/bin/bash
# OpenROAD 26Q1-2900-gdf79404cd8, Yosys 0.63+post, stock flow scripts
make -C /OpenROAD-flow-scripts/flow DESIGN_CONFIG=/design/flow/config.mk WORK_HOME=/design/flow/orfs finish
</file>
==> results.txt <==
Results of the flow run.

The run finished with clean final reports. The timing report attributes the biggest portion of critical-path delay to buffers and inverters. No sink is reached through more buffers than the 2 on the longest clock path. The count of boundary I/O pins stands at 2. Warnings reported by Yosys during synthesis add up to 1.

The clock slew seen by the registers of the worst setup and hold paths stands at about 0.060 ns. TritonCTS built the clock tree. The H-tree level count stands at 1. For the final routed database, the setup TNS stands at 0 ns. After synthesis, the most frequently instantiated cells are sky130_fd_sc_hd__dfxtp_1 (9), sky130_fd_sc_hd__nor3_1 (3), sky130_fd_sc_hd__a2111oi_2 (2). Setup slack on the worst path after placement came out at ~0.41 ns. For this run, the total global-route usage over all layers was measured as roughly 1.2%.

The chip area line in the Yosys stat output reads 274.0 um^2. The share of synthesized area in the top cell type comes to around 66%. Counting the buffers created by CTS gives 3. The most used flip-flop cell after synthesis is sky130_fd_sc_hd__dfxtp_1. The overall die size recorded for this design is roughly 0.0064 mm^2. The tree is rooted in a sky130_fd_sc_hd__clkbuf_4. The CTS sink count stands at 9. Walking the worst path, the cells encountered are clkdlybuf4s50_1. Summing all flip-flop and latch instances after layout gives approximately 180 um^2. On the final layout, the worst hold slack is approximately 0.50 ns. In this run the VDD rail shows a maximum IR drop of about 0.46 mV. The OpenROAD warning count stands at 25. The tally of max-capacitance violations stands at 0.

The number of buffers and inverters on the critical path is 1. Recorded from the global router log, the overflow total was 0. The power report puts the leakage power at about 0.00012 uW. The combinational gate area stands at ~100 um^2. The worst path uses approximately 80% of the clock period.

The horizontal extent of the die stands at ~80 um. In this run the cell area of the synthesized design comes to 274.0 um^2. Data on the critical path is required at its endpoint by ~1.4 ns. Per the detailed placement report, the placed cell area equals around 350 um^2. The yosys stat cell total stands at 20. Of the cells placed in the final design, the portion with a size suffix greater than 1 is 21.43%. The share of flip-flops with an asynchronous set or reset stands at 0%. The script logs the mean routed wire length per placed instance as a little under 5 um. The script logs the ratio of routed vias to standard cells as approximately 2.3.

The via count of the first global-routing pass stands at between 150 and 200. The sequential fraction of the synthesis area stands at between 60% and 70%. The total iterations of the first detailed-routing run stands at 4. The detailed-route via count stands at around 170. The critical path in the final layout is reported with a setup slack of ~0.35 ns. The worst setup path is captured at a primary output. The number of register bits inferred by synthesis stands at 9. The delay of the slowest critical-path stage stands at approximately 0.46 ns.

The number of setup buffers added after CTS is 0. Based on the critical path, the design can be clocked at up to 0.7384 GHz. The count of library flops with an enable pin stands at 0.

The areal power density over the cells stands at about 1000 mW/mm^2. The final-report hold violation count stands at 0. The mean instance size in the synthesized netlist stands at between 10 and 15 um^2. The worst setup path is launched from a flip-flop. Clock latency on the worst-skew pair, taken at its later pin, is about 0.25 ns. The clock skew stands at 0.005953 ns. The routed wire length stands at ~370 um. The largest fanout on the critical path stands at 1.

Measured along the y axis, the die boundary spans about 80 um. The number of endpoints failing setup at the final stage stands at 0. The pin count of the biggest net entering global routing stands at 6.

The post-route minimum period stands at 1.354 ns. The number of remaining DRC errors stands at 0. The violation count after the first detailed-routing iteration stands at 2. The number of cells produced by synthesis stands at 20. The flow measured a signed area growth from synthesis to layout of 38.36%.

The number of antenna violations at the first check in global routing stands at 0. Setup repair after global routing left no endpoint under its margin. On the critical path, the stage with the largest delay is an instance of sky130_fd_sc_hd__clkdlybuf4s50_1.

Once detailed placement completed, the half-perimeter wirelength came to about 260 um. The cell total after placement stands at about 70. The last weighted congestion value of the routability-driven placer stands at about 0.7. The number of diodes stands at 0. The count of filler cells inserted in the layout stands at between 400 and 500. The path class of the tightest hold or removal check is flip-flop to flip-flop.

The number of max-slew violations in the final report stands at 0. The residual antenna-violating net count after detailed routing stands at 0. The count of buffers added on input and output ports is 1.

The post-route cell area stands at approximately 380 um^2. The final cell count without fillers stands at roughly 74. The area of the core stands at approximately 0.0034 mm^2.

The starting density of the core stands at about 8.0%. The first global-routing pass estimated 621 um of wire. The largest total area in the synthesized netlist belongs to sky130_fd_sc_hd__dfxtp_1.

The OpenROAD report gives the critical path a data arrival time of roughly 1.0 ns. For reference, the placement row count at floorplan is 21. Yosys instantiated no cell more often than sky130_fd_sc_hd__dfxtp_1. By startpoint and endpoint, the worst setup path is classified as flip-flop to primary output. The netlist uses 9 different library cells. The post-cts sizing count stands at 0. The post-cts hold buffer count stands at 0. After synthesis, the cell types taking the most area are sky130_fd_sc_hd__dfxtp_1 (66%), sky130_fd_sc_hd__a2111oi_2 (11%), sky130_fd_sc_hd__nor3_1 (5.5%), sky130_fd_sc_hd__ha_1 (4.6%), sky130_fd_sc_hd__or4_4 (4.1%).
final timing paths:
path              start    endpoint  slack [ns]  depth (start not counted)
min reg2reg  counter[0]  counter[0]        0.50                          1
max reg2reg  counter[5]  counter[0]        0.42                          2
max             clk_out     clk_out        0.35                          1
min          counter[0]  counter[0]        0.50                          1
state kept, by name, indices dropped and copies added (netlist names):
name	flops
counter	8
clk_out	1
cells in the final DEF (no fill, tap or decap), drive strengths merged:
cell	Yosys	routed
xnor2	1	1
a2111oi	2	2
nor3	3	3
ha	1	1
conb	1	4
or4	1	1
nand4b	1	1
clkdlybuf4s50	0	1
inv	1	1
clkbuf	0	4
dfxtp	9	9
stage by stage:
step | util, % | power (uW)
5_1_grt | 11.10 | 405.5
3_5_place_dp | 10.33 | 232.7
3_3_place_gp | 10.33 | 232.2
2_1_floorplan | - | 229.9
6_report | 11.10 | 384.1
4_1_cts | 11.10 | 388.8
where the power goes:
group,total (uW),switching (uW),internal (uW),leakage [uW]
combinational,6.76,3.28,3.48,0.0000358
clock,156,66.1,89.9,0.0000150
sequential,221,3.78,218,0.0000742
total,384,73.2,311,0.000125
logic make-up (layout without fill, tap and decap cells):
group	Yosys count	after routing	share of synthesized area (%)
flip-flops	9	9	65.75
buffers and inverters	1	6	1.369
AND/OR/NAND/NOR	5	5	12.78
other	1	4	1.369
XOR/XNOR	1	1	3.197
AND-OR/OR-AND	2	2	10.96
adder cells (fa/ha/maj)	1	1	4.565
layout make-up:
| class | instances | share of cell area (%) |
|---|---|---|
| inverter | 1 | 0.9901 |
| clock buffer | 4 | 6.931 |
| timing repair buffer | 1 | 2.640 |
| sequential | 9 | 47.52 |
| multi-input combinational | 13 | 26.73 |
| tap | 46 | 15.18 |
routing by layer:
| metal | GRT usage, % | share of wire, % | vias up | routed length, um |
|---|---|---|---|---|
| met5 | 0 | 0 | - | 0 |
| met4 | 0.8803 | 2.2 | 0 | 8 |
| met3 | 0.9091 | 5.4 | 2 | 20 |
| met2 | 1.685 | 46 | 3 | 170 |
| met1 | 1.212 | 46 | 78 | 167 |
| li1 | - | - | 84 | - |
Power and IR drop assume default switching activity.
