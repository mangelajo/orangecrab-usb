==> /design/flow/config.mk <==
export PLATFORM = sky130hd
export DESIGN_NAME = i2s
export DESIGN_NICKNAME = i2s
export VERILOG_FILES = /design/flow/design.v
export SDC_FILE = /design/flow/constraint.sdc
export NUM_CORES = 4
export LEC_CHECK = 1
export CORE_UTILIZATION = 30
==> /design/flow/run.sh <==
#!/bin/bash
# OpenROAD 26Q1-2900-gdf79404cd8, Yosys 0.63+post, stock flow scripts
make -C /OpenROAD-flow-scripts/flow DESIGN_CONFIG=/design/flow/config.mk WORK_HOME=/design/flow/orfs finish
==> /design/flow/design.v <==
module i2s (
    input            rstn,       
    input            clk_in,     
    output           i2s_mclk,   
    output           i2s_ws,     
    input            i2s_sd,     
    output reg[31:0] left_data,  
    output reg[31:0] right_data  
);
reg[5:0]  bit_counter;  
reg[5:0]  bit_counter_ws;  
reg[63:0] data;         
assign i2s_ws   = bit_counter_ws[5];
assign i2s_mclk = clk_in;
always @(negedge clk_in or negedge rstn)
    if (~rstn) bit_counter_ws <= 6'd0;
    else bit_counter_ws <= bit_counter_ws + 6'd1;
always @(posedge clk_in or negedge rstn)
    if (~rstn) begin
       bit_counter   <= 6'd0;
       data          <= 64'd0;
    end else begin
       bit_counter <= bit_counter + 6'd1;
       data        <= data << 1;
       data[0]     <= i2s_sd;
       if (bit_counter == 0) begin
           left_data  <= data[63:32];
           right_data <= data[31:0];
       end
    end
endmodule
==> /design/flow/constraint.sdc <==
current_design i2s

set clk_period 4.0
set clk_io_pct 0.2

create_clock -name clk0 -period $clk_period [get_ports {clk_in}]

set non_clock_inputs [all_inputs -no_clocks]
set_input_delay [expr $clk_period * $clk_io_pct] -clock clk0 $non_clock_inputs
set_output_delay [expr $clk_period * $clk_io_pct] -clock clk0 [all_outputs]
==> reports/results.tsv <==
metric	value	unit
pwr dens	563.4	nW/um^2
Syn Area/Cell	24.59	um^2
synthesized instance count	163	
Vias per Instance	3.837	
Critical Path End	i2s_ws	
Setup WS post-layout	90.22	ps
max_cap viols	0	
Vert. Die Dim	117.6	um
final core occ	0.4346	
ranking of synthesized cells by area	edfxtp_1, dfrtp_1, dfrtn_1	
Buf/Inv on CP	1	
CP max FO	2	
biggest area consumer among synthesized cells	edfxtp_1	
chip width	117.6	um
pin count of the biggest net entering global routing	54	
number of fill cells in the layout	1095	
CP top delay family	flip-flops	
DRT iter0 DRCs	66	
Power Total	3.140	mW
gr ovfl total	0	
Skew-Pair Late Insertion Delay	520	ps
Rows	41	
number of routed nets with antenna violations	0	
Synth flops	140	
setup slack on the worst flop-to-flop path	2330	ps
crit-path cells	dlygate4sd2_1	
peak supply drop	0.5672	mV
dpl ws	324.1	ps
critical path capture point type	output port	
CTS Hold Bufs	0	
clk_skew	5.863	ps
RSZ-0062 raised after global routing	no	
Crit Reg-Reg Startpoint	bit_counter[0]	
final hold vios	0	
normalized max-slew margin	0.6578	
post-DP HPWL	3.089	mm
post-synthesis cell type count	14	
total wire length	5.549	mm
arrival time at the worst endpoint	3110	ps
via count	1692	
share of post-route cells with drive strength above 1	0.1599	
WL/cell	12.58	um
Mapped Area	4009	um^2
# DRC	0	
CP startpoint	bit_counter_ws[5]	
CTS tree	built	
Ports	69	
Crit Path Class	reg2out	
tool warnings	27	
critical path launch point type	flop	
P_leak	2.152	nW
crit path max-delay cell type	dfrtn_1	
slew at the pin closest to its max-slew limit	513.3	ps
yosys warns	1	
Port-buffer cells	68	
ANT cells	0	
full die area	13830	um^2
first-pass GRT wire length	9.356	mm
final setup vio count	0	
Seq/Total Area, Yosys	0.9538	
Clk pin slew, worst setup/hold paths	60	ps
worst r2r dst	right_data[0]	
core region area	12820	um^2
status	finished clean	
vias in the first global route	1859	
yosys stat chip area	4009	um^2
initial antenna violation count	0	
GRT Util Overall	0.09297	
Pins Over Slew Limit	0	
Placer Congestion	0.7328	
max incr delay on CP	400	ps
Pre-Repair DR Iteration Count	3	
critical path required time	3200	ps
Area Overhead vs Synth	39.05	%
Top cell area share	0.4794	
worst min path class	in2async	
fp_density	0.3126	
ys cells	163	
Crit path depth	1	
Register-to-Register Path Depth	5	
Fin Setup TNS	0	ps
## logic make-up (layout without fill, tap and decap cells)
family,after synthesis,after routing,synth area share
DFF,140,140,0.9538
xor gates and xnor gates,8,8,0.01748
and+or+nand+nor,8,8,0.01467
buffers and inverters,4,110,0.004682
adders and majority gates,3,3,0.009364
## stage by stage
stage / hold slack [ps] / std cells / area [um^2]
after floorplan: 308.8 / 163 / 4014
after global placement: 325.5 / 405 / 4941
after detailed placement: 329.4 / 405 / 4941
after CTS: 229.1 / 441 / 5574
after global routing: 242.9 / 441 / 5574
final: 219.3 / 441 / 5574
## Yosys cell counts (all sizes together)
cell type	n
dfrtp	70
edfxtp	64
dfrtn	6
nand3	4
xnor2	4
xor2	4
ha	3
inv	3
and3	2
buf	1
nand4bb	1
nor3	1
## power by group
part / internal (mW) / switching, mW / total (mW)
clock network: 0.953 / 0.628 / 1.58
registers: 1.53 / 0.0127 / 1.54
logic: 0.00213 / 0.0144 / 0.0165
total: 2.48 / 0.655 / 3.14
## placed cells by master, fill, tap and decap left out
master / instances
buf_12: 1
nand3_1: 3
inv_1: 3
clkbuf_16: 20
clkinv_2: 1
nand4bb_1: 1
dlygate4sd2_1: 1
inv_8: 2
ha_1: 3
inv_6: 6
nor3_4: 1
and3_1: 1
nand3_2: 1
clkdlybuf4s50_1: 66
and3_4: 1
dfrtn_1: 6
clkinv_4: 1
dfrtp_1: 70
xnor2_1: 4
xor2_1: 4
edfxtp_1: 64
buf_4: 4
clkinvlp_4: 5
## layer usage
metal / vias up / global-route usage / wire (um)
met5: - / 0 / 0
met4: 0 / 0.02163 / 112
met3: 13 / 0.05385 / 544
met2: 71 / 0.1195 / 2338
met1: 836 / 0.1444 / 2553
li1: 772 / - / -
## worst min path at each step
stage / endpoint / depth (start not counted) / slack [ps] / from
4_1_cts: data[8] / 1 / 230 / rstn
5_1_grt: data[8] / 1 / 240 / rstn
6_report: data[8] / 1 / 220 / rstn
## flip-flops by register name (all words and copies together) (netlist names)
signal,cells
bit_counter,6
bit_counter_ws,6
data,64
left_data,32
right_data,32
## final cells by class
cell class              instances  area [um^2]  area share
clock buffers                  21        510.5     0.09158
clock inverters                15        126.4     0.02267
inverters                       3        11.26    0.002020
multi-input cells              19        177.7     0.03187
flip-flops and latches        140         3824      0.6860
well taps                     172        215.2     0.03861
repair buffers                 71        709.4      0.1273
## repair_timing
| item | 4_1_cts | 5_1_grt |
|---|---|---|
| setup buffers | 1 | 0 |
| resized | 1 | 0 |
| endpoints found under the setup margin | 1 | 0 |
Power is estimated from default activity; no workload was simulated.
